[flow/config.mk]
export PLATFORM = sky130hd
export DESIGN_NAME = tlp_fifo_simple
export DESIGN_NICKNAME = tlp_fifo_simple
export VERILOG_FILES = /design/flow/design.v
export SDC_FILE = /design/flow/constraint.sdc
export NUM_CORES = 4
export LEC_CHECK = 1
export CORE_UTILIZATION = 50
[flow/constraint.sdc]
current_design tlp_fifo_simple

set clk_period 341.6
set clk_io_pct 0.2

create_clock -name clk0 -period $clk_period [get_ports {clk}]

set non_clock_inputs [all_inputs -no_clocks]
set_input_delay [expr $clk_period * $clk_io_pct] -clock clk0 $non_clock_inputs
set_output_delay [expr $clk_period * $clk_io_pct] -clock clk0 [all_outputs]
[flow/design.v]
`timescale 1ns / 1ps
`default_nettype none
module tlp_fifo_simple #(
    parameter DEPTH = 16,                   
    parameter ADDR_WIDTH = 4,               
    parameter TLP_DATA_WIDTH = 128,         
    parameter TLP_HDR_WIDTH  = 128          
) (
    input  wire                      clk,
    input  wire                      rst,
    input  wire [TLP_DATA_WIDTH-1:0] in_data,
    input  wire [TLP_HDR_WIDTH-1:0]  in_hdr,
    input  wire                     in_valid,
    input  wire                     in_sop,
    input  wire                     in_eop,
    output wire                     in_ready,
    output wire [TLP_DATA_WIDTH-1:0] out_data,
    output wire [TLP_HDR_WIDTH-1:0]  out_hdr,
    output wire                     out_valid,
    input  wire                     out_ready
);
    reg [ADDR_WIDTH:0] wr_ptr = 0;  
    reg [ADDR_WIDTH:0] rd_ptr = 0;
    reg [TLP_DATA_WIDTH-1:0] mem_data [0:DEPTH-1];
    reg [TLP_HDR_WIDTH-1:0]  mem_hdr  [0:DEPTH-1];
    reg                     mem_valid[0:DEPTH-1];  
    wire full  = ( (wr_ptr[ADDR_WIDTH] ^ rd_ptr[ADDR_WIDTH]) &&
                   (wr_ptr[ADDR_WIDTH-1:0] == rd_ptr[ADDR_WIDTH-1:0]) );
    wire empty = (wr_ptr == rd_ptr);
    assign in_ready  = !full;
    assign out_valid = !empty;
    assign out_data = mem_data[rd_ptr[ADDR_WIDTH-1:0]];
    assign out_hdr  = mem_hdr[rd_ptr[ADDR_WIDTH-1:0]];
    always @(posedge clk) begin
        if (rst) begin
            wr_ptr <= 0;
            integer i;
            for (i = 0; i < DEPTH; i = i + 1) mem_valid[i] <= 1'b0;
        end else begin
            if (in_valid && in_ready) begin
                mem_data[wr_ptr[ADDR_WIDTH-1:0]] <= in_data;
                mem_hdr[wr_ptr[ADDR_WIDTH-1:0]]  <= in_hdr;
                mem_valid[wr_ptr[ADDR_WIDTH-1:0]] <= 1'b1;
                wr_ptr <= wr_ptr + 1;
            end
        end
    end
    always @(posedge clk) begin
        if (rst) begin
            rd_ptr <= 0;
        end else begin
            if (out_valid && out_ready) begin
                mem_valid[rd_ptr[ADDR_WIDTH-1:0]] <= 1'b0;
                rd_ptr <= rd_ptr + 1;
            end
        end
    end
endmodule
[flow/run.sh]
#!/bin/bash
# OpenROAD 26Q1-2900-gdf79404cd8, Yosys 0.63+post, stock flow scripts
make -C /OpenROAD-flow-scripts/flow DESIGN_CONFIG=/design/flow/config.mk WORK_HOME=/design/flow/orfs finish
==> Slide: Implementation Results <==
Implementation Results

Min path
  • Hold Crit Class: flop to flop

Setup path
  • Cell Chain, Critical Path: buf_4 -> buf_4 -> buf_12 -> buf_4 -> buf_4 -> mux4_2 -> nor2b_1 -> a211oi_1 -> a21oi_1 -> clkdlybuf4s50_1
  • Capture instance of the worst register-to-register path: mem_data[8][31]$_DFFE_PP_
  • Minimum setup slack among reg-to-reg paths: around 340 ns
  • Standard cell with the maximum stage delay on the critical path: sky130_fd_sc_hd__dfxtp_4
  • Buf+Inv Stages, Crit Path: 6
  • End point of the critical path: out_hdr[84]
  • R2r worst-path depth: 12
  • Number of cells on the critical path: 10
  • Startpoint class of the critical path: flop
  • Most prevalent standard cell on the critical path: sky130_fd_sc_hd__buf_4
  • Worst setup path startpoint: rd_ptr[2]$_SDFFE_PP0P_
  • Worst-path fanout max: between 70 and 80
  • Worst flop-to-flop path startpoint: rd_ptr[3]$_SDFFE_PP0P_
  • Required time at the endpoint of the critical path: roughly 270 ns
  • Critical path data arrival time: roughly 6.7 ns
  • Kind of critical path: flop to output pin
  • Dominant delay contributor by cell family on the critical path: buffers and inverters
  • Peak per-stage delay on the critical path: ~0.8 ns
  • Setup crit end kind: output pin

Pwr
  • IR drop worst, VDD: 0.00000466 V
  • Pwr/cell area: 6.14 nW/um^2
  • P_leak: about 54 nW

STA
  • Number of setup violations in the final report: 0
  • Relative slew slack: between 40% and 50%
  • Post-route minimum period: around 75 ns
  • Max-slew violation count: 0
  • Final Cycle Share: between 20 and 25%
  • Final Hold Vio Count: 0
  • Setup Total Neg Slack: 0 ns
  • Setup repair after global routing missed its margin: no
  • Highest clock frequency the design can meet: ~13 MHz
  • Final setup skew: 0.0740 ns
  • Actual transition at the worst max-transition pin: 0.798 ns

Run
  • Max-cap violation count: 0
  • OpenROAD warning count: 35

Route
  • Iteration-0 DRC count of the detailed router: between 3000 and 4000
  • DRC violations left: 0
  • ANT nets after route: 0
  • Vias: 70943
  • Routed length per instance: between 20 and 30 um
  • Number of vias per cell: 5.97
  • Wirelength, routed: roughly 350000 um
  • Initial DRT Pass Iterations: 5

Cells and area
  • Final design area excluding fillers: between 150000 and 200000 um^2
  • Fill cell instance count of the final layout: around 22000
  • Ratio of cells with drive above 1 in the final layout: 23.9%
  • Area growth from synthesis to final layout: 15.2%
  • Post-route insts no fill: between 10000 and 15000

Clock network
  • Clock-pin slew reported for the worst setup and hold paths after clock tree synthesis: ~0.060 ns
  • Postcts setup bufs: 0
  • Master cell of the clock root buffer: sky130_fd_sc_hd__clkbuf_16
  • Post-CTS Hold Fix Bufs: 0
  • # clock sinks: between 4000 and 5000
  • CTS HTree Levels: 5
  • PostCTS Resize Cnt: 0
  • Source-to-sink clock delay at the later pin of the worst-skew pair: roughly 0.97 ns
  • CTS buffer count: 417
  • Max Root-Sink Buffers: 4
  • CTS tree: yes

Yosys
  • Warning count from the yosys run: 1
  • Dominant cell area share: between 70% and 80%
  • Largest area contributor in the netlist: sky130_fd_sc_hd__edfxtp_1
  • Yosys stat chip area: ~160000 um^2
  • Synth area leaders: sky130_fd_sc_hd__edfxtp_1 (79%), sky130_fd_sc_hd__mux4_2 (15%), sky130_fd_sc_hd__mux2i_1 (1.6%)
  • Flip-flop and latch count after synthesis: between 4000 and 5000
  • Post-synthesis sequential area ratio: about four fifths
  • Mapped cell area: approximately 160000 um^2
  • Post-synthesis cell count from yosys: around 6600
  • Mapped Cells: between 6000 and 7000
  • Average cell area after synthesis: around 24 um^2
  • Unique cell type count in the Yosys netlist: 33

Placement
  • Number of placed instances, taps included: between 10000 and 15000
  • Hpwl dp: approximately 180000 um
  • Number of port buffers: about 520
  • Routability cong.: about 0.79
  • Post-place instance area: roughly 170000 um^2

Die
  • Count of pins on the block boundary: between 500 and 600
  • Height of the die: about 560 um
  • Area of the placeable core: about 310000 um^2
  • Num rows: a little over 200
  • DIE AREA: 315000 um^2
  • Effective utilization at floorplan: 50.4%
  • Width of the chip: around 560 um

GRT
  • Maximum number of pins on one net before global-route repair: approximately 110
  • Overall overflow remaining after global route: 0
  • Number of antenna violations at the first check in global routing: 99
  • Vias in the first global route: just under 80000
  • Total Routing Usage GR: about 26%
  • Global-route wire length before repair: just over 500000 um

Status
  • Status: finished, final reports clean
-- flip-flops by register name (all words and copies together), names as in the netlist --
register  flops
wr_ptr        5
mem_hdr    2048
rd_ptr        5
mem_data   2048
-- final cells by class --
type / count / area (um^2) / share of cell area [%]
Clock buffer: 498 / 10800 / 6.01
Multi-Input combinational cell: 2128 / 31100 / 17.3
Clock inverter: 264 / 2450 / 1.36
Timing Repair Buffer: 748 / 7120 / 3.96
Tap cell: 4120 / 5150 / 2.87
Inverter: 6 / 22.5 / 0.0125
Antenna cell: 17 / 42.5 / 0.0237
Sequential cell: 4106 / 123000 / 68.5
-- logic make-up after synthesis --
family	Yosys count	share of synthesized area (%)
adders and majority gates	5	0.0401
DFF	4106	78.9
and+or+nand+nor	303	1.18
AOI/OAI and AO/OA	527	2.11
buffers and inverters	383	1.28
xor gates and xnor gates	6	0.0337
muxes	1287	16.5
-- worst min path at each step --
stage                          start                endpoint  slack, ns  depth (start not counted)
global route  rd_ptr[4]$_SDFFE_PP0P_  rd_ptr[4]$_SDFFE_PP0P_       0.63                          2
finish        rd_ptr[4]$_SDFFE_PP0P_  rd_ptr[4]$_SDFFE_PP0P_       0.61                          2
CTS           wr_ptr[4]$_SDFFE_PP0P_  wr_ptr[4]$_SDFFE_PP0P_       0.61                          2
-- stage by stage --
stage	hold WS, ns	power, mW	utilization [%]	setup WS, ns
5_1_grt	0.625	1.14	58.0	265.90
3_3_place_gp	0.586	0.678	53.8	267.29
6_report	0.606	1.10	58.0	266.55
4_1_cts	0.606	1.12	58.0	266.20
3_5_place_dp	0.593	0.678	53.8	267.31
2_1_floorplan	0.544	0.641	-	247.34
-- where the power goes --
| part | switching [mW] | total [mW] | internal [mW] | leakage [nW] |
|---|---|---|---|---|
| logic | 0.0498 | 0.106 | 0.0559 | 10.6 |
| registers | 0.00122 | 0.559 | 0.558 | 37.0 |
| clock network | 0.187 | 0.439 | 0.252 | 6.45 |
| total | 0.238 | 1.10 | 0.866 | 54.0 |
-- cells in the mapped netlist (all sizes together) --
library cell	count
mux2	6
buf	178
nor2b	261
o21ai	3
clkinv	1
a21boi	1
xnor2	5
nand2	11
o2111ai	1
a211oi	256
and4	2
a21oi	261
ha	5
nand4	4
o31ai	1
o311ai	2
dfxtp	10
mux4	1024
nor3	8
edfxtp	4096
xor2	1
mux2i	257
clkbuf	199
nor4	9
a211o	1
nand3	1
o211ai	1
inv	5
nor2	7
-- worst min-delay path: cells and delay by family (launching register included) --
kind | cells | cell delay [ns]
simple gates | 1 | 0.10
flops | 1 | 0.34
mux | 1 | 0.14
-- routing by layer --
metal / global-route usage (%) / vias up / part of all wire, %
met4: 4.63 / 122 / 2.3
li1: - / 29975 / -
met5: 0.422 / - / 0.22
met1: 34.9 / 35873 / 32
met3: 17.8 / 644 / 16
met2: 37.5 / 4329 / 49
-- placed cells by master, fill, tap and decap left out, drive strengths merged, types with 15 or more instances in the layout --
master         count
edfxtp          4096
mux4            1024
clkdlybuf4s50    517
clkbuf           498
nor2b            261
a21oi            261
mux2i            257
a211oi           256
buf              231
clkinv           203
bufinv            35
diode             17
inv               17
clkinvlp          15
Power is estimated from default activity; no workload was simulated.
